### /design/flow/config.mk
export PLATFORM = sky130hd
export DESIGN_NAME = top
export DESIGN_NICKNAME = top
export VERILOG_FILES = /design/flow/design.v
export SDC_FILE = /design/flow/constraint.sdc
export NUM_CORES = 4
export LEC_CHECK = 1
export CORE_AREA = 10 10 93 93
export DIE_AREA = 0 0 103 103
### /design/flow/constraint.sdc
current_design top

set clk_period 6.1
set clk_io_pct 0.2

create_clock -name clk0 -period $clk_period [get_ports {clk}]

set non_clock_inputs [all_inputs -no_clocks]
set_input_delay [expr $clk_period * $clk_io_pct] -clock clk0 $non_clock_inputs
set_output_delay [expr $clk_period * $clk_io_pct] -clock clk0 [all_outputs]
### /design/flow/design.v
module encoder (
    input wire clk,
    input wire rst,
    input wire in7, in6, in5, in4, in3, in2, in1, in0,
    output wire out7, out6, out5, out4, out3, out2, out1, out0,
    output reg invert
);
    reg [7:0] prev_data;
    wire [7:0] data_in = {in7, in6, in5, in4, in3, in2, in1, in0};
    reg [7:0] data_out;
    assign {out7, out6, out5, out4, out3, out2, out1, out0} = data_out;
    integer i;
    integer hamming_distance;
    always @(posedge clk or posedge rst) begin
        if (rst) begin
            prev_data <= 8'b0;
            data_out <= 8'b0;
            invert <= 0;
        end else begin
            hamming_distance = 0;
            for (i = 0; i < 8; i = i + 1)
                if (data_in[i] != prev_data[i])
                    hamming_distance = hamming_distance + 1;
            if (hamming_distance > 4) begin
                data_out <= ~data_in;
                invert <= 1;
            end else begin
                data_out <= data_in;
                invert <= 0;
            end
            prev_data <= data_in;
        end
    end
endmodule
module decoder (
    input wire in7, in6, in5, in4, in3, in2, in1, in0,
    input wire invert,
    output wire out7, out6, out5, out4, out3, out2, out1, out0
);
    wire [7:0] data_in = {in7, in6, in5, in4, in3, in2, in1, in0};
    wire [7:0] data_out = invert ? ~data_in : data_in;
    assign {out7, out6, out5, out4, out3, out2, out1, out0} = data_out;
endmodule
module top (
    input wire clk,
    input wire rst,
    input wire select,  
    input wire in7,
    input wire in6,
    input wire in5,
    input wire in4,
    input wire in3,
    input wire in2,
    input wire in1,
    input wire in0,
    input wire invert_in,  
    output wire out7,
    output wire out6,
    output wire out5,
    output wire out4,
    output wire out3,
    output wire out2,
    output wire out1,
    output wire out0,
    output wire invert_out  
);
    wire [7:0] encoder_out, decoder_out;
    wire encoder_invert;
    encoder enc (
        .clk(clk),
        .rst(rst),
        .in7(in7), .in6(in6), .in5(in5), .in4(in4),
        .in3(in3), .in2(in2), .in1(in1), .in0(in0),
        .out7(encoder_out[7]), .out6(encoder_out[6]),
        .out5(encoder_out[5]), .out4(encoder_out[4]),
        .out3(encoder_out[3]), .out2(encoder_out[2]),
        .out1(encoder_out[1]), .out0(encoder_out[0]),
        .invert(encoder_invert)
    );
    decoder dec (
        .in7(in7), .in6(in6), .in5(in5), .in4(in4),
        .in3(in3), .in2(in2), .in1(in1), .in0(in0),
        .invert(invert_in),
        .out7(decoder_out[7]), .out6(decoder_out[6]),
        .out5(decoder_out[5]), .out4(decoder_out[4]),
        .out3(decoder_out[3]), .out2(decoder_out[2]),
        .out1(decoder_out[1]), .out0(decoder_out[0])
    );
    assign {out7, out6, out5, out4, out3, out2, out1, out0} = (select == 0) ? encoder_out : decoder_out;
    assign invert_out = (select == 0) ? encoder_invert : 1'b0;
endmodule
### /design/flow/run.sh
#!/bin/bash
# OpenROAD 26Q1-2900-gdf79404cd8, Yosys 0.63+post, stock flow scripts
make -C /OpenROAD-flow-scripts/flow DESIGN_CONFIG=/design/flow/config.mk WORK_HOME=/design/flow/orfs finish
==> flow_metrics.py <==
# Synthesis and PnR figures
metrics = {
    "clock_tree": {
        "cts_buffer_depth": 2,
        "numCtsBuffers": 3,
        "cts_post_setup_buffers_inserted": 0,
        "numClockSinks": 17,
        "post_cts_resized": 0,
        "clk_latency_ps": 250,
        "cts.hold.buffers_added": 0,
        "root_buffer": "clkbuf_8",
        "tritoncts": "done",
        "clk_pin_slew_worst_paths_ps": 70,
        "h-tree-depth": 1,
    },
    "final_timing": {
        "timing.slew.headroom": 0.583,
        "max_clock_freq_mhz": 178,
        "postLayoutSetupSlackWorst_ps": 492,
        "timing.final.crit_period_ps": 5610,
        "slew_violations": 0,
        "total_negative_setup_slack_ps": 0,
        "min_period_over_period": 0.919,
        "final_clock_skew_ps": 4.81,
        "report.final.setup_viol": 0,
        "setup_repair_after_global_routing_missed_its_margin": "false",
        "timing.final.hold_violations": 0,
        "max_slew.worst_pin.slew_ps": 625,
    },
    "synthesis": {
        "yosysCellCount": 135,
        "synth.logic.top_family": "XOR/XNOR gates",
        "post_synth_instance_area_um2": 1290,
        "synth_top_cells_by_count": "27 x xnor2_1, 17 x dfrtp_1, 12 x nor2_1, 11 x a21oi_1, 10 x nand2_1",
        "yosys.area.top_type_share": 0.329,
        "ys_types": 32,
        "post_synth_and_or_nand_nor_area_fraction": 0.138,
        "synth_compound_gate_area_share": 0.143,
        "synth.most_common_cell": "xnor2_1",
        "synth.avg_cell_area_um2": 9.58,
        "synth-main-ff-cell": "dfrtp_1",
        "synth.top_cells.by_area": "dfrtp_1 33%, xnor2_1 18%, ha_1 6.8%",
        "synthXorXnorAreaFrac": 0.287,
        "synthArstFlopShare": 1.00,
        "synth_flop_count": 17,
        "synth_seq_share": 0.329,
        "post_synth_mux_area_share": 0.00870,
        "syn_inst_count": 135,
        "ys_sh_adder": 0.0677,
        "synth-edff-count": 0,
        "yosys_synthesis_chip_area_um2": 1290,
        "synthDominantAreaCellType": "dfrtp_1",
        "synth.yosys.warnings": 1,
    },
    "floorplanning": {
        "chip_area_um2": 10600,
        "die_height_um": 103,
        "rows": 30,
        "floorplanUtilization": 0.191,
        "dieWidth_um": 103,
        "core_area_um2": 6760,
        "io_pins": 21,
    },
    "global_route": {
        "grt_pass1_vias": 964,
        "gr-total-overflow": 0,
        "antenna_found_initial": 0,
        "globalRouteTotalUtil": 0.0480,
        "first_pass_grt_wire_length_um": 4300,
        "pin_count_of_the_biggest_net_entering_global_routing": 18,
    },
    "route": {
        "num_antenna_cells": 0,
        "routed-via-count": 936,
        "finalWirelength_um": 2380,
        "drtIter0Drc": 36,
        "route.detailed.vias_per_inst": 3.97,
        "dr_wl_met2_um": 1050,
        "antenna_violating_nets_post_route": 0,
        "met3_wire_length_um": 190,
        "top_signal_layer_used": "met4",
        "drc_errors": 0,
        "routedWlPerCell_um": 10.1,
        "drt-met1-wl_um": 1120,
        "drt-pass1-iter-count": 2,
    },
    "power_and_ir_drop": {
        "power.ir.vdd_worst_uv": 203,
        "total_power_w": 0.000647,
        "power_leakage_nw": 0.631,
        "power_density_of_the_placed_cells_nw_per_um2": 397,
    },
    "placement": {
        "placed_cells": 232,
        "dp_hpwl_um": 1860,
        "dpl_worst_slack_ps": 270,
        "gpl.final_weighted_congestion": 0.713,
        "place.port_buffers": 20,
    },
    "flow_run": {
        "warning_total_across_the_stage_logs": 26,
        "maxCapViolations": 0,
    },
    "finish": {
        "finish.cell_count_without_fillers": 236,
        "filler_cell_count": 717,
        "syn2layout_area_growth_pct": 25.9,
        "area_of_the_multi_input_gates_um2": 835,
        "area.sequential_um2": 425,
        "layout-drive-gt1-share": 0.0705,
    },
    "setup_path": {
        "timing.critical_path.slowest_stage_cell": "clkdlybuf4s50_1",
        "crit_arrival_ps": 5770,
        "max_stage_delay_ps": 510,
        "worst_setup_path_start_kind": "input pin",
        "timing.critical_path.fanout_max": 9,
        "critical_path.endpoint_type": "register",
        "cp_cell_instances": "clkdlybuf4s50_1 -> xnor2_1 -> ha_1 -> xor2_2 -> xor2_2 -> ha_1 -> nand2_1 -> nand2_1 -> ha_1 -> nor2_1 -> a31oi_1 -> ha_1 -> nand2_1 -> xnor2_1 -> nand2_1 -> a2111oi_4 -> a2bb2oi_4 -> xnor2_1",
        "setup.worst_path.class": "in2reg",
        "depth_of_the_worst_register_to_register_path": 17,
        "required_ps": 6260,
    },
    "outcome": {
        "outcome": "finished clean",
    },
    "hold_path": {
        "timing.hold.worst_path_depth": 4,
        "timing.hold.worst.class": "reg2reg",
    },
}
## report_power, final
part / leakage [nW] / switching [W] / total, W / internal (W)
logic: 0.406 / 0.000210 / 0.000405 / 0.000195
registers: 0.199 / 0.00000806 / 0.000160 / 0.000152
clock network: 0.0255 / 0.0000362 / 0.0000814 / 0.0000452
## per-stage QoR
| stage | hold slack, ps | util | cell area (um2) |
|---|---|---|---|
| floorplan | 836 | - | 1290 |
| global placement | 904 | 0.234 | 1580 |
| detailed placement | 915 | 0.234 | 1580 |
| CTS | 935 | 0.241 | 1630 |
| global route | 1020 | 0.241 | 1630 |
| finish | 934 | 0.241 | 1630 |
## flip-flops by register name, indices dropped and copies added (netlist names)
signal         flops
enc.prev_data      8
enc.invert         1
enc.data_out       8
## area by class of cell
| cell class | instances | area share |
|---|---|---|
| clock inverters | 1 | 0.00307 |
| clock buffers | 3 | 0.0253 |
| well taps | 80 | 0.0614 |
| flip-flops and latches | 17 | 0.261 |
| multi-input cells | 109 | 0.512 |
| repair buffers | 20 | 0.123 |
| inverters | 6 | 0.0138 |
## worst max-delay path: cells and delay by family
family | cells | cell delay [ps]
AOI/OAI and AO/OA | 3 | 1070
and+or+nand+nor | 5 | 420
buffers and inverters | 1 | 510
adders and majority gates | 4 | 1180
xor gates and xnor gates | 5 | 1360
## routing by layer
metal	GRT usage	vias to the layer above
li1	-	501
met1	0.0636	417
met5	0	-
met4	0.00642	0
met2	0.0746	16
met3	0.0183	2
## layout by cell type (no fill, tap or decap), types with 2 or more instances in the layout
| master | Yosys | routed |
|---|---|---|
| a21oi_1 | 11 | 11 |
| a31oi_1 | 4 | 4 |
| clkbuf_8 | 0 | 3 |
| clkdlybuf4s50_1 | 0 | 20 |
| dfrtp_1 | 17 | 17 |
| ha_1 | 7 | 7 |
| inv_1 | 6 | 6 |
| nand2_1 | 10 | 10 |
| nand3_1 | 5 | 5 |
| nand4_1 | 2 | 2 |
| nor2_1 | 12 | 12 |
| nor2b_1 | 2 | 2 |
| xnor2_1 | 27 | 27 |
| xor2_1 | 8 | 8 |
| xor2_2 | 3 | 3 |
## worst paths after layout
path / start / to / slack [ps]
setup / recovery: in0 / enc.data_out[2] / 490
hold / removal: enc.prev_data[7] / enc.invert / 930
setup reg to reg: enc.prev_data[0] / enc.data_out[2] / 1650
hold reg to reg: enc.prev_data[7] / enc.invert / 930
max in group asynchronous: rst / enc.prev_data[2] / 4350
min in group asynchronous: rst / enc.data_out[4] / 1340
## kinds of logic (layout without fill, tap and decap cells)
kind of cell,after synthesis,count (layout)
multiplexers,1,1
AND-OR/OR-AND,24,24
adder cells (fa/ha/maj),7,7
buffers and inverters,9,30
AND/OR/NAND/NOR,38,38
XOR/XNOR,39,39
flip-flops,17,17
Power figures rest on the tool's default switching activity, not on a simulated workload.
